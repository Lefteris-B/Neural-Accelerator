## /design/flow/run.sh

```bash
#!/bin/bash
# OpenROAD 26Q1-2900-gdf79404cd8, Yosys 0.63+post, stock flow scripts
make -C /OpenROAD-flow-scripts/flow DESIGN_CONFIG=/design/flow/config.mk WORK_HOME=/design/flow/orfs finish
```

## /design/flow/config.mk

```make
export PLATFORM = sky130hd
export DESIGN_NAME = skid_buffer
export DESIGN_NICKNAME = skid_buffer
export VERILOG_FILES = /design/flow/design.v
export SDC_FILE = /design/flow/constraint.sdc
export NUM_CORES = 4
export LEC_CHECK = 1
export CORE_UTILIZATION = 50
```

## /design/flow/constraint.sdc

```tcl
current_design skid_buffer

set clk_period 2.9
set clk_io_pct 0.2

create_clock -name clk0 -period $clk_period [get_ports {clk}]

set non_clock_inputs [all_inputs -no_clocks]
set_input_delay [expr $clk_period * $clk_io_pct] -clock clk0 $non_clock_inputs
set_output_delay [expr $clk_period * $clk_io_pct] -clock clk0 [all_outputs]
```

## /design/flow/design.v

```verilog
module skid_buffer
(
    input clk,
    input rstn,
    input valid_in,                
    input [31:0] data_in,          
    output reg ready_out,          
    output reg valid_out,          
    output reg [31:0] data_out     
);
    typedef enum {
        EMPTY,
        ONE_FULL,
        TWO_FULL
    } buffer_state_t;
    buffer_state_t current_state, next_state;
    reg [31:0] slot1, slot2;
    always @(posedge clk or negedge rstn) begin
        if (!rstn) begin
            current_state <= EMPTY;
        end else begin
            current_state <= next_state;
        end
    end
    always @(current_state or valid_in) begin
        case (current_state)
            EMPTY: begin
                ready_out = 1;
                valid_out = 0;
                if (valid_in) begin
                    slot1 = data_in;
                    next_state = ONE_FULL;
                end else begin
                    next_state = EMPTY;
                end
            end
            ONE_FULL: begin
                ready_out = 1;
                valid_out = 1;
                data_out = slot1;
                if (valid_in) begin
                    slot2 = data_in;
                    next_state = TWO_FULL;
                end else begin
                    next_state = ONE_FULL;
                end
            end
            TWO_FULL: begin
                ready_out = 0;  
                valid_out = 1;
                data_out = slot1;
                if (!valid_in) begin
                    slot1 = slot2;
                    next_state = ONE_FULL;
                end else begin
                    next_state = TWO_FULL;
                end
            end
            default: begin
                ready_out = 0;
                valid_out = 0;
                next_state = EMPTY;
            end
        endcase
    end
endmodule
```

==> flow_summary.ini <==
; flow metrics
[detailed_routing]
ant_nets = 0
drcViolationCount = 0
wl_um = 3326
dr.pass1.iters = 2
vias_per_cell = 4.608
wl_per_cell_um = 12.41
first_iter_violations = 23
diodes = 0
vias = 1235

[final_timing]
tightest_slew_ns = 0.8871
finalCriticalPeriod_ns = 1.911
rsz0062_at_grt = no
slew_violations = 0
unclocked_regs = 96
setup_slack_ns = 0.9889
hold_viol = 0
max_freq_ghz = 0.5233
final.setup.tns_ns = 0
untimed_endpoints = 128
finClkSkew_ns = 0.001004
max-slew-margin-rel = 0.4072
period_used_share = 0.6590
setup_violations = 0

[global_route]
antenna_found_initial = 0
grt_overflow = 0
grt_pass1_vias = 1180
track_usage = 0.1587
grt_pass1_wl_um = 5237
grt_max_degree = 36

[clocking]
cts_setup_buffers = 0
cts_tree = yes
cts.path.max_buffers = 2
numCtsBuffers = 3
clock_latency_ns = 0.22
htreeDepth = 1
cts_hold_buf = 0
clk_pin_slew_ns = 0.03
cts_resized = 0
root_buffer = clkbuf_8

[critical_path]
arrival_ns = 1.33
worstSetupPathType = flop to primary output
start_kind = flop
startpoint = current_state[2]
cp-end-kind = primary output
worst_ep_required_time_ns = 2.32
rr_startpoint = current_state[1]
path_max_fanout = 4

[power]
p_per_area_nw_per_um2 = 189.9
max-vdd-ir-drop_mv = 0.2660
leakage_nw = 1.376

[synth]
fa_ha_area_frac = 0
yosysWarnings = 1
synth.logic.top_family = multiplexers
ys_sh_aoi = 0.004734
mux_share = 0.2201
xor_share = 0
synth_cell_types = 15
syn_area_um2 = 2115
synth_cells = 147
ys_ff = 99
ys_area_um2 = 2115
syn_area_per_cell_um2 = 14.38
synth_simple_gate_area_share = 0.02012
synth_stat.cells = 147

[floorplanning]
top_level_ports = 69
chipWidth_um = 67.03
die_h_um = 67.03
initCoreUtil = 0.5248
core_area_um2 = 4029
rows = 23
chipArea_um2 = 4493

[placed_design]
gp_congestion = 0.6720
pre_cts_ws_ns = 1.223
dp_hpwl_um = 2327
io_buffers = 68

[worst_hold_path]
hp-class = flop to flop
hold_path.startpoint = current_state[0]

[flow_run]
drv_cap = 0
warnings = 26

[final_layout]
area_growth_pct = 35.33
mostFrequentLayoutCells = dlxtn_1 (96), clkdlybuf4s50_1 (68), mux2_4 (28)
lay_top_count = dlxtn_1
drive_above_1_share = 0.2018

[run_status]
status = complete, no violations
==> cells in the mapped netlist <==
library cell,count,share of area
buf_12,3,0.028
mux2_4,28,0.20
inv_1,2,0.0036
buf_6,1,0.0053
and3b_2,1,0.0047
or2_2,1,0.0030
dlxtn_1,96,0.68
dfrtp_1,2,0.024
a21oi_1,2,0.0047
nand2_1,1,0.0018
nor2_1,3,0.0053
nor3_1,1,0.0024
mux2_2,4,0.021
dfstp_2,1,0.012
and2_1,1,0.0030
==> metrics by stage <==
| stage | hold slack, ns | instance area (µm²) | std cells | util | power (mW) |
|---|---|---|---|---|---|
| 5_1_grt | 0.5070 | 2861 | 268 | 0.7102 | 0.5738 |
| 3_3_place_gp | 0.4566 | 2816 | 264 | 0.6991 | 0.4178 |
| 2_1_floorplan | 0.2844 | 2115 | 147 | - | 0.3269 |
| 4_1_cts | 0.4960 | 2861 | 268 | 0.7102 | 0.5533 |
| 3_5_place_dp | 0.4873 | 2816 | 264 | 0.6991 | 0.4254 |
| 6_report | 0.4936 | 2861 | 268 | 0.7102 | 0.5433 |
==> kinds of logic (layout without fill, tap and decap cells) <==
| logic type | Yosys count | count (layout) |
|---|---|---|
| AND-OR/OR-AND | 2 | 2 |
| buffers and inverters | 6 | 77 |
| flip-flops | 3 | 3 |
| latches | 96 | 96 |
| multiplexers | 32 | 32 |
| AND/OR/NAND/NOR | 8 | 8 |
==> power by group <==
group	total [mW]	switching [mW]	leakage (nW)	internal (mW)
Clock	0.122	0.0281	0.0228	0.0938
Sequential	0.215	0.0170	0.815	0.198
Combinational	0.207	0.0703	0.538	0.136
==> worst paths after layout <==
path	slack, ns	cells after the start	to
setup reg to reg	1.70	3	current_state[2]
setup / recovery	0.99	2	ready_out
max in group asynchronous	2.14	1	current_state[0]
hold / removal	0.49	2	current_state[0]
min in group asynchronous	0.54	1	current_state[2]
hold reg to reg	0.49	2	current_state[0]
==> worst max-delay path: stages (launching register included) <==
cell and delay (ns):
dfrtp_1 0.40, or2_2 0.31, clkdlybuf4s50_1 0.41
==> state kept, by name, indices dropped and copies added (netlist names) <==
name / flops
data_out: 32
slot1: 32
slot2: 32
current_state: 3
==> per-layer routing <==
layer	up-vias	track usage	wire length, µm
met5	-	0	0
met4	0	0.01330	0
met3	0	0.01389	178
met2	34	0.2863	1722
met1	586	0.2209	1425
li1	615	-	-
==> layout make-up <==
cell class              instances  area, µm²
clock buffers                   4      45.04
fillers                       285       1167
inverters                       2      7.507
multi-input cells              42      524.3
flip-flops and latches         99       1519
well taps                      50      62.56
repair buffers                 71      703.2
No activity file was given, so power comes from the tool's default toggle rates.
